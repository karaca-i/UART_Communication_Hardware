**design/flow/config.mk**
```make
export PLATFORM = sky130hd
export DESIGN_NAME = uart_rx
export DESIGN_NICKNAME = uart_rx
export VERILOG_FILES = /design/flow/design.v
export SDC_FILE = /design/flow/constraint.sdc
export NUM_CORES = 4
export LEC_CHECK = 1
export CORE_UTILIZATION = 50
export SYNTH_HDL_FRONTEND = slang
```
**design/flow/constraint.sdc**
```tcl
current_design uart_rx

set clk_period 4.8
set clk_io_pct 0.2

create_clock -name clk0 -period $clk_period [get_ports {CLK}]

set non_clock_inputs [all_inputs -no_clocks]
set_input_delay [expr $clk_period * $clk_io_pct] -clock clk0 $non_clock_inputs
set_output_delay [expr $clk_period * $clk_io_pct] -clock clk0 [all_outputs]
```
**design/flow/design.v**
```verilog
`timescale 1ns / 1ps
module uart_rx (
input logic CLK,
input logic RESET,
input logic RX,
output logic [7:0] RXBUFO[3:0]
);
typedef enum logic { IDLE, RECEIVE } StateType;
StateType state;
logic [9:0] RX_PACKAGE;  
logic [3:0] bitcntr;
logic [15:0] cntr;
parameter CLOCK_FREQ = 100000000;
parameter BAUD_RATE = 115200;
logic [15:0] ADJUSTED_RATE= CLOCK_FREQ / BAUD_RATE - 1;
logic [7:0] RXBUF[3:0];
assign RXBUFO = RXBUF;
always_ff @(posedge CLK) begin
if (RESET) begin
state <= IDLE;
cntr <= 0;
bitcntr <= 0;
RXBUF <= {8'b0,8'b0,8'b0,8'b0};
RX_PACKAGE <= 8'b0;
end else begin
case (state)
IDLE: begin
if (!RX) begin
cntr <= cntr + 1;
if (cntr == ADJUSTED_RATE[15:1]) begin
state <= RECEIVE;
bitcntr <= 0;
cntr <= 0;
end
end
end
RECEIVE: begin
cntr <= cntr + 1;
if (cntr == ADJUSTED_RATE) begin
cntr <= 0;
bitcntr <= bitcntr + 1;
RX_PACKAGE <= {RX, RX_PACKAGE[9:1]};
end
if (bitcntr >= 10) begin
RXBUF <= {RX_PACKAGE[7:0],RXBUF[3:1]};
state <= IDLE;
end
end
endcase
end
end
endmodule
```
**design/flow/run.sh**
```bash
#!/bin/bash
# OpenROAD 26Q1-2900-gdf79404cd8, Yosys 0.63+post, stock flow scripts
make -C /OpenROAD-flow-scripts/flow DESIGN_CONFIG=/design/flow/config.mk WORK_HOME=/design/flow/orfs finish
```
==> Changelog: implementation <==
## Flow update

- Outcome: finished clean
- RSZ-0062 raised after global routing: no
- Rel. slew slack: 56.98%
- Tally of OpenROAD warnings: 28
- Slowest cell delay on critical path: 560 ps
- Num rows: 25
- Max Buffers Root-to-Sink: 2
- Ant diodes: 0
- Via-to-Cell Ratio: 5.227
- Flip-flops with a built-in enable: 0
- Placement Setup Slack: 1863 ps
- Unique masters post-synth: 43
- Average wire per standard cell: 12.75 um
- I/O Buffers: 34
- Critical-path cell list: clkdlybuf4s50_1, nand2b_1, nand3_1, or4_1, a211oi_1
- Clk slew on worst S/H paths: 70 ps
- Fmax: 0.3739 GHz
- Root buffer cell: clkbuf_8
- GRT Total Usage: 20.43%
- Primary FF master, synth: dfxtp_1
- Yosys Instances: 295
- Hold buffers post-CTS: 0
- H-tree lvl count: 3
- Core area: 0.004817 mm2
- Critical path class: primary input to register
- Initial DRC Count: 117
- MaxCap Viol Count: 0
- CTS tree: built
- Commonest Layout Cell: nand2_1
- Critical path arrival: 2920 ps
- Peak VDD IR: 0.2490 mV
- Least-Margin Pin Slew: 645.2 ps
- Congestion Overflow GR: 0
- Post-Syn Area: 0.002567 mm2
- Fraction of layout cells with a size suffix above 1: 9.422%
- DR pass1 iterations: 4
- CP Capture Type: register
- Worst R2R Setup Slack: 2630 ps
- Worst min-delay path class: register to register
- First-pass GRT wire length: 8.528 mm
- Post-Route WL: 5.048 mm
- Clock sinks: 63
- PostCTS Resize Cnt: 0
- Gpl congestion: 0.8232
- DRC violation count after routing: 0
- Synth flops: 63
- Clock Latency Late Sink: 330 ps
- PD cells: 336.9 mW/mm2
- DR vias: 2070
- Async SR Flop Fraction: 0%
- Cycle use final: 55.72%
- Final Worst Setup Slack: 2125 ps
- Yosys Warn Count: 0
- Area Growth Syn to Fin: 23.25%
- Final Critical Period: 2675 ps
- Hold Path Sink: RXBUFO[1]$_SDFFE_PP0P_
- Post-DP HPWL: 3.154 mm
- Register area share after synthesis: 49.12%
- Startpoint types: primary input
- Total I/O pin count: 35
- Min Hold Slack: 453.5 ps
- Setup TNS: 0 ps
- Antenna violations before repair: 0
- Crit path DRT: 5050 ps
- DRT antenna net count: 0
- Critical Path Fanout Max: 12
- Critical-path top delay cell: or4_1
- Cells after synthesis: 295
- Crit Reg-Reg Startpoint: cntr[0]$_SDFFE_PP0P_
- Final setup violation count: 0
- Min-delay src: RXBUFO[1]$_SDFFE_PP0P_
- Chip Area: 0.005426 mm2
- Hold Path Depth: 2
- FP Core Util: 53.30%
- Reg2reg end: bitcntr[1]$_SDFFE_PP0P_
- Pin count of the biggest net entering global routing: 64
- CTS Buf Count: 9
- YS chip area: 0.002567 mm2
- Post-CTS Setup Inserts: 0
- Die Height: 73.66 um
- Most common logic cells in the final layout: nand2_1, dfxtp_1, a21oi_1, clkdlybuf4s50_1, clkbuf_8
- Die width: 73.66 um
- Setup Skew: 6.220 ps
- Vias in the first global route: 1864
- Fin. Hold Viols: 0
- Final max-slew violation count: 0
- Reg2Reg Depth: 5
- Average size of a mapped cell: 8.703 um2
- LEAKAGE: 1.126 nW
## per-layer routing
layer / track usage (%) / part of all wire, % / up-vias
li1: - / - / 1087
met1: 34.47 / 53 / 941
met2: 28.75 / 41 / 32
met3: 3.190 / 3.4 / 10
met4: 3.846 / 1.9 / 0
met5: 0 / 0 / -
## worst max-delay path by stage
stage	start	to	slack [ps]
after CTS	RX	cntr[14]$_SDFFE_PP0P_	2200
after global routing	RX	cntr[14]$_SDFFE_PP0P_	2030
final	RX	cntr[14]$_SDFFE_PP0P_	2130
## per-stage QoR
step           instance area, um2  std cells  power (W)  utilization (%)
2_1_floorplan                2567        295  0.0005534                -
3_3_place_gp                 2934        381  0.0005582            60.91
3_5_place_dp                 2934        381  0.0005586            60.91
4_1_cts                      3164        396   0.001077            65.69
5_1_grt                      3164        396   0.001103            65.69
6_report                     3164        396   0.001066            65.69
## power by group
group	internal, W	switching (W)	leakage, nW
Combinational	0.00000574	0.0000133	0.499
Sequential	0.000525	0.00000324	0.508
Clock	0.000331	0.000188	0.118
## synth_stat cells (all sizes together) (3+ instances only)
library cell / n / area (um2)
or3: 5 / 32.53
clkbuf: 14 / 52.55
nand2: 71 / 266.5
xor2: 7 / 61.31
or4: 4 / 33.78
nor3: 8 / 40.04
o21ai: 7 / 35.03
mux2i: 10 / 100.1
nand3: 4 / 20.02
nor2: 12 / 45.04
inv: 5 / 18.77
ha: 4 / 50.05
and2: 3 / 20.02
o31ai: 4 / 30.03
a211oi: 7 / 57.55
nand4: 9 / 71.32
a21oi: 36 / 191.4
dfxtp: 63 / 1261
buf: 4 / 25.02
## critical path: cells and delay by family
| kind | cells | cell delay (ps) |
|---|---|---|
| AOI/OAI and AO/OA | 1 | 230 |
| buffers and inverters | 1 | 450 |
| and+or+nand+nor | 3 | 1280 |
## final cells by class
| class | count | area, um2 |
|---|---|---|
| multi-input cells | 209 | 1212 |
| inverters | 5 | 18.77 |
| clock buffers | 12 | 165.2 |
| clock inverters | 3 | 65.06 |
| well taps | 67 | 83.83 |
| fillers | 426 | 1653 |
| repair buffers | 37 | 357.8 |
| flip-flops and latches | 63 | 1261 |
## sequential cells by signal, indices dropped and copies added, names as in the netlist
name        flops
RXBUFO         32
RX_PACKAGE     10
bitcntr         4
cntr           16
state           1
## cell families after synthesis
family,synth area share [%]
AND-OR/OR-AND,13.79
XOR/XNOR,2.729
adder cells (fa/ha/maj),1.949
buffers and inverters,3.752
flip-flops,49.12
multiplexers,3.899
AND/OR/NAND/NOR,24.76
Power figures rest on the tool's default switching activity, not on a simulated workload.
