## design/flow/constraint.sdc

```tcl
current_design uart_tx

set clk_period 3.9
set clk_io_pct 0.2

create_clock -name clk0 -period $clk_period [get_ports {CLK}]

set non_clock_inputs [all_inputs -no_clocks]
set_input_delay [expr $clk_period * $clk_io_pct] -clock clk0 $non_clock_inputs
set_output_delay [expr $clk_period * $clk_io_pct] -clock clk0 [all_outputs]
```

## design/flow/design.v

```verilog
`timescale 1ns / 1ps
module uart_tx (
input logic AUTO,
input logic load,
input logic CLK,
input logic RESET,
input logic [7:0] TX_IN,
input logic TX_SEND_DATA,
output logic TX,
output logic [7:0] TXBUF_OUT[3:0]
);
typedef enum logic [1:0] { IDLE, TRANSFER , AUTOMATIC_TRANSFER ,
LOAD_NEXT_BYTE} StateType;
StateType state;
parameter CLOCK_FREQ = 100000000;  
parameter BAUD_RATE = 115200;
parameter start_bit = 1'b0;
parameter stop_bit = 1'b1;
logic [7:0] TXBUF[3:0] = {8'b0,8'b0,8'b0,8'b0};
logic prevload=0;
logic prevena=0;
logic [15:0] cntr;
logic [3:0] bitcntr;
logic [10:0] TX_PACKAGE;
logic [1:0] auto_count=2'b00;
logic [15:0] ADJUSTED_RATE = (CLOCK_FREQ / BAUD_RATE) - 1;
assign TXBUF_OUT = TXBUF;
always_ff @(posedge CLK) begin
if (RESET) begin
state <= IDLE;
TX <= stop_bit;
end else begin
case (state)
IDLE: begin
TX <= stop_bit;
if (load && !prevload) begin
prevload <= 1;
TXBUF <= {TX_IN,TXBUF[3:1]};
end
else if (!load && prevload)begin
prevload <= 0;
end
if (AUTO && TX_SEND_DATA && !prevena)begin
prevena <= 1;
state <= AUTOMATIC_TRANSFER;
cntr <= 0;
auto_count <= 2'b00;
TX_PACKAGE <= {stop_bit,stop_bit, TXBUF[0] ,start_bit};  
bitcntr <= 0;
end else if (AUTO && !TX_SEND_DATA && prevena) begin
prevena <= 0;
end
else if (TX_SEND_DATA && !prevena) begin
prevena <= 1;
state <= TRANSFER;
cntr <= 0;
bitcntr <= 0;
auto_count <= 2'b00;
TX_PACKAGE <= {stop_bit, stop_bit, TXBUF[0] , start_bit};
end else if (!TX_SEND_DATA && prevena) begin
prevena <= 0;
end
end
TRANSFER: begin
TX <= TX_PACKAGE[0];
cntr <= cntr + 1;
if (cntr == ADJUSTED_RATE) begin
cntr <= 0;
bitcntr <= bitcntr + 1;
TX_PACKAGE[9:0] <= TX_PACKAGE[10:1];
if (bitcntr >= 10) begin
state <= IDLE;
end
end
end
AUTOMATIC_TRANSFER: begin
TX <= TX_PACKAGE[0];
cntr <= cntr + 1;
if (cntr == ADJUSTED_RATE) begin
cntr <= 0;
bitcntr <= bitcntr + 1;
TX_PACKAGE[9:0] <= TX_PACKAGE[10:1];
if (bitcntr >= 10 && auto_count == 3)begin
state <= IDLE;
end
else if (bitcntr >= 10) begin
auto_count <= auto_count + 1;
state <= LOAD_NEXT_BYTE;
end
end
end
LOAD_NEXT_BYTE: begin
TX <= stop_bit;
state <= AUTOMATIC_TRANSFER ;
cntr <= 0;
bitcntr <= 0;
TX_PACKAGE <= {stop_bit,stop_bit, TXBUF[auto_count] , start_bit};
end
endcase
end
end
endmodule
```

## design/flow/config.mk

```make
export PLATFORM = sky130hd
export DESIGN_NAME = uart_tx
export DESIGN_NICKNAME = uart_tx
export VERILOG_FILES = /design/flow/design.v
export SDC_FILE = /design/flow/constraint.sdc
export NUM_CORES = 4
export LEC_CHECK = 1
export CORE_UTILIZATION = 50
export SYNTH_HDL_FRONTEND = slang
```

## design/flow/run.sh

```bash
#!/bin/bash
# OpenROAD 26Q1-2900-gdf79404cd8, Yosys 0.63+post, stock flow scripts
make -C /OpenROAD-flow-scripts/flow DESIGN_CONFIG=/design/flow/config.mk WORK_HOME=/design/flow/orfs finish
```

==> impl_metrics.py <==
# Generated from Yosys and OpenROAD reports
metrics = {
    "flow_run": {
        "cap_viol_max_count": 0,
        "warnings": 27,
    },
    "floorplanning": {
        "fp_util_pct": 52.1,
        "core_um2": 5960,
        "die_x_um": 80.8,
        "io_pins": 46,
        "chipArea_um2": 6520,
        "die_h_um": 80.8,
        "rows": 28,
    },
    "hold_path": {
        "min-delay-start": "TX_PACKAGE[0]$_DFFE_PP_",
        "holdPathEnd": "TX$_SDFF_PP1_",
        "holdPathStages": 1,
        "hp-class": "reg -> reg",
    },
    "final_timing": {
        "hold_violations": 0,
        "period_used_pct": 66.2,
        "fin_skew_ns": 0.00549,
        "finalWorstSetupSlack_ns": 1.32,
        "whs_ns": 0.450,
        "slew_headroom_pct": 61.4,
        "tightest_slew_ns": 0.579,
        "post-route-min-period_ns": 2.58,
        "setup_violations": 0,
        "timing.fmax_mhz": 387,
        "slew_violations": 0,
        "grt_setup_unrepaired": "no",
        "finalSetupTns_ns": 0,
    },
    "global_route": {
        "grt_pass1_wl_um": 8450,
        "grt_pass1_vias": 1835,
        "overflow": 0,
        "antenna_found_initial": 0,
        "grt_max_degree": 33,
        "grt.total_usage_pct": 18.6,
    },
    "synthesis": {
        "synth-main-ff-cell": "edfxtp_1",
        "ys_area_um2": 3100,
        "edf_count": 65,
        "synthSimpleGateAreaFrac_pct": 14.6,
        "ys_sh_adder_pct": 2.42,
        "yosysCellCount": 220,
        "syn_area_um2": 3100,
        "yosys.stat.seqShare_pct": 66.1,
        "aoi_share_pct": 3.79,
        "synth_flops": 70,
        "async_reset_ff_share_pct": 0,
        "synth_warnings": 0,
        "avgSynthCellArea_um2": 14.1,
        "synthTopLogicFamily": "simple AND/OR/NAND/NOR gates",
        "syn_inst": 220,
        "yosys-mux-area-fraction_pct": 6.13,
        "top_area_share_pct": 62.9,
        "synth.distinct_cells": 42,
        "area_leaders": "edfxtp_1, mux4_2, xnor2_1",
        "ys_sh_xor_pct": 4.52,
        "top_area_cell": "edfxtp_1",
    },
    "clock_network": {
        "postCtsHoldBufs": 0,
        "cts_resized": 0,
        "path_clk_slew_ns": 0.07,
        "ctsLongestPathBuffers": 2,
        "post-cts-setup-buffers": 0,
        "cts_buffers": 9,
        "cts_tree": "built",
        "cts_sinks": 70,
        "clockRootBuffer": "clkbuf_8",
        "clkLatencyLatePin_ns": 0.33,
        "h-tree-depth": 3,
    },
    "setup_path": {
        "crit_chain": "clkdlybuf4s50_1 -> ha_1 -> and3b_1 -> a311oi_2 -> buf_4 -> a21boi_0",
        "cp_slowest_stage_delay_ns": 0.50,
        "critPathSlowestCell": "clkdlybuf4s50_1",
        "rr_worst_depth": 5,
        "startpoint_type": "input pin",
        "crit_path_end_kind": "flip-flop",
        "critical_path_class": "in -> reg",
        "arrival_ns": 2.60,
        "r2r-end": "TX_PACKAGE[5]$_DFFE_PP_",
        "crit_required_ns": 3.92,
        "reg2reg_slack_ns": 1.40,
        "r2r_start": "cntr[0]$_SDFFCE_PP0P_",
        "worst-path-max-fanout": 18,
    },
    "power_and_ir_drop": {
        "p_int_mw": 1.20,
        "p_total_mw": 1.55,
        "clkPwrFrac_pct": 33.2,
        "swShare_pct": 22.3,
        "ir_drop_uv": 253,
        "leakage_nw": 1.31,
        "net-switching-power_uw": 344,
        "power_density_nw_per_um2": 406,
        "seqPwrFrac_pct": 58.1,
        "pwr-share-comb_pct": 8.7,
    },
    "routing": {
        "vias_per_cell": 5.31,
        "drtPass1Iterations": 4,
        "avgRoutedWirePerCell_um": 15.0,
        "drt_iter0_markers": 43,
        "drc_errors": 0,
        "final_antenna_net_count": 0,
        "via_count": 1873,
        "diodes": 0,
        "wirelength_um": 5310,
    },
    "cells_and_area": {
        "lay_top_cells": "edfxtp_1, clkdlybuf4s50_1, nor2_1, nand2_1, xnor2_1",
        "postLayoutCoreUtil_pct": 64.0,
        "lay_top_count": "edfxtp_1",
        "area_growth_pct": 22.8,
        "drive_gt1_share_pct": 11.5,
        "fillers": 467,
    },
    "placement": {
        "portBuffers": 45,
        "dp_hpwl_um": 3560,
        "post-place-ws_ns": 0.968,
        "gp_congestion": 0.798,
    },
    "status": {
        "status": "finished clean",
    },
}
[logic make-up after synthesis]
kind of cell / count (synthesis)
xor gates and xnor gates: 16
muxes: 9
AOI/OAI and AO/OA: 16
DFF: 70
adders and majority gates: 6
and+or+nand+nor: 87
buffers and inverters: 16
[cell usage after synthesis, types with 3 or more instances]
cell type,count
nand3_1,6
ha_1,6
xnor2_1,14
nor4_1,3
nor3_1,5
inv_1,10
edfxtp_1,65
clkbuf_1,3
a22oi_1,7
nand4_1,5
nand2_1,21
dfxtp_1,5
mux4_2,8
nor2_1,28
and2_1,3
[routing by layer]
layer / share of wire (%) / up-vias / global-route usage [%]
met4: 1.4 / 0 / 2.50
li1: - / 926 / -
met5: 0 / - / 0
met2: 45 / 37 / 26.2
met3: 5.9 / 8 / 6.84
met1: 48 / 902 / 32.6
[final cells by class]
type	instances	area, um2	share of cell area, %
Multi-Input combinational cell	134	981	25.7
Inverter	10	37.5	0.985
Clock buffer	14	163	4.27
Tap cell	75	93.8	2.46
Sequential cell	70	2050	53.9
Clock inverter	2	10.0	0.263
Timing Repair Buffer	48	473	12.4
[flip-flops by register name (all words and copies together), names as in the netlist]
register,flops
bitcntr,4
prevena,1
prevload,1
state,4
TX_PACKAGE,9
cntr,16
auto_count,2
TX,1
TXBUF_OUT,32
[worst max-delay path by stage]
stage                            startpoint                          end  slack, ns  depth (start not counted)
final                          TX_SEND_DATA  auto_count[0]$_SDFFCE_PN0P_       1.32                          6
after global routing  cntr[0]$_SDFFCE_PP0P_      TX_PACKAGE[2]$_DFFE_PP_       1.22                          5
after CTS                      TX_SEND_DATA  auto_count[1]$_SDFFCE_PN0P_       1.34                          6
[stage by stage]
step,cells,instance area (um2)
floorplan,220,3100
global placement,337,3640
detailed placement,337,3640
CTS,353,3810
global route,353,3810
finish,353,3810
[worst max-delay path: cells and delay by family]
kind                     cells  cell delay (ns)
adder cells (fa/ha/maj)      1             0.19
buffers and inverters        2             0.82
AND/OR/NAND/NOR              1             0.19
AND-OR/OR-AND                2             0.61
[power groups by stage]
stage	logic, mW	clock network (mW)	registers [mW]
CTS	0.136	0.532	0.899
global route	0.150	0.558	0.903
finish	0.134	0.513	0.899
Power and IR drop assume default switching activity.
